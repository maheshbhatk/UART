==> flow/config.mk <==
export PLATFORM = sky130hd
export DESIGN_NAME = uart_tx
export DESIGN_NICKNAME = uart_tx
export VERILOG_FILES = /design/flow/design.v
export SDC_FILE = /design/flow/constraint.sdc
export NUM_CORES = 4
export LEC_CHECK = 1
export CORE_AREA = 10 10 94 94
export DIE_AREA = 0 0 104 104
==> flow/constraint.sdc <==
current_design uart_tx

set clk_period 3.9
set clk_io_pct 0.2

create_clock -name clk0 -period $clk_period [get_ports {clk}]

set non_clock_inputs [all_inputs -no_clocks]
set_input_delay [expr $clk_period * $clk_io_pct] -clock clk0 $non_clock_inputs
set_output_delay [expr $clk_period * $clk_io_pct] -clock clk0 [all_outputs]
==> flow/design.v <==
module uart_tx 
(   input clk,
    input reset,
    input [7:0]data,
    output reg tx_active,    
    output reg tx,           
    output reg tx_done       
    );
parameter s_idle=3'b000,
          s_start=3'b001,
          s_data=3'b011,
          s_parity=3'b010,
          s_stop=3'b110;
parameter countingtime=10;       
reg [10:0]count;      
reg [2:0]state=0;
reg [7:0]tx_data;
reg [2:0]bits;
always@(posedge clk)
case(state)
    s_idle:begin
            tx<=1;
            tx_done<=0;
            tx_active<=0;
            bits<=0;
            if(reset==0)
                state<=s_idle;
            else begin
                tx_active<=1;
                tx_data<=data;   
                state<=s_start;
                count<=0;
                 end
            end
    s_start:begin
             tx_active<=0;
             tx<=0;              
             if(count<countingtime)      
                begin   count=count+1'b1;
                        state<=s_start;     end
             else begin
                    count<=0;
                    state<=s_data;     end
            end
    s_data:begin
            tx<=tx_data[bits];               
            if(count<countingtime) begin
                count<=count+1'b1;
                state<=s_data;   end
            else  begin
            count<=0;
            if(bits<7)  begin
                bits<=bits+1'b1;
                state<=s_data;  end
            else  begin
                bits<=0;
                state<=s_parity; end  end
            end
    s_parity: begin
                tx<= ^tx_data;              
                if(count<countingtime)
                    begin   count<=count+1'b1;
                    state<=s_parity;  end
                else
                begin count<=0;
                      state<=s_stop;   end
              end
     s_stop: begin
                tx<=1;               
                if(count<countingtime)
                begin  count<=count+1'b1;
                    state<=s_stop;  end 
                else                 
                begin count<=0;
                      tx_done<=1;
                      state<=s_idle;   end
              end 
     default: begin
                  tx<=1;
                  state<=s_idle;
              end         
endcase
endmodule
==> flow/run.sh <==
#!/bin/bash
# OpenROAD 26Q1-2900-gdf79404cd8, Yosys 0.63+post, stock flow scripts
make -C /OpenROAD-flow-scripts/flow DESIGN_CONFIG=/design/flow/config.mk WORK_HOME=/design/flow/orfs finish
==> job_summary.md <==
### Yosys + OpenROAD results

| Metric | Value |
|---|---|
| CTS tree | `done` |
| Pint | `0.764 mW` |
| DR iter-0 viols | `12` |
| Netlist Area Pre-Place | `1220 um2` |
| Dpl hpwl | `between 1000 and 1500 um` |
| CP max-delay cell | `clkdlybuf4s50_1` |
| Vias after detailed routing | `around 680` |
| Initial Util | `17.8%` |
| Post-CTS sizing | `0` |
| Number of enable flip-flop cells | `24` |
| First-pass GRT wire length | `3230 um` |
| Setup TNS | `0 ps` |
| Final setup viols | `0` |
| Hold crit path type | `reg -> reg` |
| FF-to-FF Start | `state[0]$_DFF_P_` |
| Max frequency | `447 MHz` |
| RePlAce Congestion | `0.797` |
| ANT nets after route | `0` |
| Place WS | `1370 ps` |
| Outcome | `completed` |
| # Cells Yosys | `approximately 90` |
| IO Port Bufs | `12` |
| Die span in y | `104 um` |
| Initial antenna violation count | `0` |
| Largest area contributor in the netlist | `edfxtp_1` |
| Post-route setup slack | `about 1700 ps` |
| Largest net degree at the start of global routing | `17` |
| Max Root-Sink Buffers | `2` |
| WP data arrival | `roughly 2200 ps` |
| Hold Crit Depth | `2` |
| Io pins | `13` |
| CP Launch Type | `input pin` |
| PwrDens | `707 nW/um2` |
| Critical Path RT | `3830 ps` |
| Gate Count Post-Synth | `around 90` |
| Wire per inst | `8.72 um` |
| Post-CTS Setup Bufs | `0` |
| Buf/Inv on CP | `1` |
| Fin crit share | `57.4%` |
| Residual DRC | `0` |
| Final Skew | `1.32 ps` |
| Leak | `0.526 nW` |
| Comb power frac | `29.3%` |
| Most frequent cells in the layout | `edfxtp_1 (24), nor2_1 (13), clkdlybuf4s50_1 (12), xnor2_1 (10), conb_1 (7)` |
| Max IR drop VDD | `0.206 mV` |
| Late-Pin Clk Latency | `between 200 and 300 ps` |
| Top FF cell, synth | `edfxtp_1` |
| CP endpoint kind | `register` |
| CP top delay family | `simple AND/OR/NAND/NOR gates` |
| Area grow syn2layout | `27.1%` |
| R2R Path End | `count[6]$_SDFFCE_PP0P_` |
| Top cell area share | `approximately 59%` |
| CTS Buf Count | `3` |
| Worst Hold End | `state[2]$_DFF_P_` |
| Sequential power share | `roughly half` |
| Worst-path cell chain | `clkdlybuf4s50_1 > and3_1 > or2_1` |
| Core Rows | `30` |
| Clock share of power | `20.2%` |
| Vias per cell | `3.30` |
| Crit-path max FO | `11` |
| Post-synth seq share | `65.7%` |
| RSZ-0062 raised after global routing | `false` |
| Dpl cells | `slightly above 200` |
| Max stage delay on crit path | `510 ps` |
| Drt pass-1 iters | `4` |
| # diodes | `0` |
| Top cell excl fill/tap | `edfxtp_1` |
| Final Hold Viols | `0` |
| Post-synth regs | `28` |
| Grt ovf | `0` |
| Post-synth ARST share | `0%` |
| Clock slew at reported path FFs | `90 ps` |
| Sw power | `0.331 mW` |
| Yosys warns | `1` |
| Die X | `104 um` |
| Tmin final | `2240 ps` |
| Cell area leaders | `edfxtp_1 (59%), xnor2_1 (7.2%), dfxtp_1 (6.6%)` |
| DRT Wirelength | `1810 um` |
| Clock sink count | `28` |
| Setup slack, reg-to-reg | `2130 ps` |
| GRT Overall Usage | `3.53%` |
| Maxcap violations | `0` |
| Tool Warnings | `25` |
| Core area | `6830 um2` |
| WS Path Type | `in -> reg` |
| Post-Synthesis Mean Instance Area | `13.5 um2` |
| Die area | `10800 um2` |
| Vias in the first global route | `just under 700` |
| Switch share | `30.2%` |
| Share of layout cells above drive strength 1 | `9.01%` |
| H-tree Lvls | `1` |
| R2R depth | `3` |
| Yosys synthesis chip area | `1220 um2` |
| Netlist cell types | `29` |
| Non-filler cells, final | `207` |
| Clock Root Buffer | `clkbuf_8` |
| Fin. max-slew vios | `0` |
| Hold-fix buffer count after cts | `0` |
| Worst hold start | `state[1]$_DFF_P_` |
## per-stage QoR
stage                     hold slack, ps  power, mW  util (%)  area, um2
after floorplan                      526      0.787         -       1240
after global placement               564      0.882      21.6       1480
after detailed placement             567      0.884      21.6       1480
after CTS                            585       1.11      22.7       1550
after global routing                 639       1.19      22.7       1550
final                                586       1.09      22.7       1550
## cells in the mapped netlist, types with 2 or more instances
library cell	n
a21oi_1	3
mux2i_1	2
ha_1	2
inv_1	3
a22o_1	2
nand3_1	2
edfxtp_1	24
nand2b_1	3
nor2_1	13
xnor2_1	10
o21ai_1	2
dfxtp_1	4
nand2_1	3
nor3_1	2
## cell type report
cell class                 instances  area, um2
clock buffer                       3       41.3
clock inverter                     1       30.0
fill                             746       5280
inverter                           3       11.3
multi-input combinational         64        425
sequential                        28        801
tap                               96        120
timing repair buffer              12        120
## routing by layer
| metal | GRT usage (%) | wire length, um |
|---|---|---|
| met5 | 0 | 0 |
| met4 | 0.596 | 41 |
| met3 | 1.88 | 163 |
| met2 | 4.77 | 737 |
| met1 | 4.97 | 862 |
## worst reg2reg max path, cell delays in order (launching register included)
cell	delay, ps
dfxtp_1	370
nor2_1	180
and3_1	430
or2_1	450
## sequential cells by signal (all words and copies together), names as in the netlist
signal     count
state          3
tx_done        1
count         11
tx_active      1
tx             1
tx_data        8
bits           3
## kinds of logic after synthesis
group	after synthesis	synth area share, %
multiplexers	3	3.49
buffers and inverters	4	1.23
AND/OR/NAND/NOR	29	11.9
adder cells (fa/ha/maj)	2	2.05
XOR/XNOR	11	7.91
other	1	0.308
flip-flops	28	65.7
AND-OR/OR-AND	12	7.39
## worst max-delay path by stage
stage     slack (ps)                     end  startpoint  depth (start not counted)
6_report        1660  count[6]$_SDFFCE_PP0P_       reset                          3
4_1_cts         1650  count[0]$_SDFFCE_PP0P_       reset                          3
5_1_grt         1550  count[3]$_SDFFCE_PP0P_       reset                          3
## power groups by stage
| stage | combinational, mW | clock, mW | sequential [mW] |
|---|---|---|---|
| after CTS | 0.327 | 0.228 | 0.554 |
| after global routing | 0.371 | 0.240 | 0.574 |
| final | 0.321 | 0.221 | 0.553 |
Power and IR drop assume default switching activity.
